==> /design/flow/design.v <==
typedef enum logic [2:0] {
    FETCH,
    DECODE,
    EXECUTE,
    MEM_ACCESS,
    WRITE_BACK
} State;
`timescale 1 ns / 1 ps
module Fetch (
	input clk,
	input reset,
	input [1:0] PCsrc, 
	input [31:0] PCnormal,
	input [31:0] PCj,
	input [31:0] PCbranch,
	input [31:0] PCstack,
	input FetchEnable,
	output reg [31:0] nextPC,
	output reg [31:0] instruction,
	output reg valid,
	output reg FetchDone
);
reg [31:0] IM [4:0]; 
reg counter = 1'b0;
initial begin
	IM[0]=32'b00001000010000100000000001000100; 
	IM[1]=32'b00001000010001000000000100000100; 
	IM[2]=32'b00001000000000000000000000100010; 
	IM[3]=32'b00001000010001000000000100011100; 
	IM[4]=32'b00001000010001000000011100000101; 
	FetchDone <= 1'b0;
	instruction = 32'd0;
	PCreg = 32'd0;
end
reg fetchValidReg;
reg done;
reg [31:0] PCreg;
reg [31:0] mem_address;
always @(posedge clk) begin
	if(FetchEnable == 1'b0)
		begin
			FetchDone <= 1'b0;
			instruction = 32'd0;
		end
	else begin
		if (PCsrc == 2'b00) begin
			PCreg = PCnormal;
		end
		else if (PCsrc==2'b01) begin
			PCreg = PCbranch;	
		end
		else if (PCsrc==2'b10) begin
			PCreg = PCj;	
		end
		else if (PCsrc==2'b11) begin
			PCreg = PCstack;	
		end
			mem_address <= {nextPC[31:2],2'b00};
			instruction <= IM[PCreg];
			if (instruction != 32'd0 && FetchDone != 1'b1) begin
				FetchDone <= 1'b1;
				nextPC <= PCreg + 1'b1;
				PCreg <= PCreg + 1'b1;
			end  
	end
end
endmodule
==> /design/flow/run.sh <==
#!/bin/bash
# OpenROAD 26Q1-2900-gdf79404cd8, Yosys 0.63+post, stock flow scripts
make -C /OpenROAD-flow-scripts/flow DESIGN_CONFIG=/design/flow/config.mk WORK_HOME=/design/flow/orfs finish
==> /design/flow/config.mk <==
export PLATFORM = sky130hd
export DESIGN_NAME = Fetch
export DESIGN_NICKNAME = Fetch
export VERILOG_FILES = /design/flow/design.v
export SDC_FILE = /design/flow/constraint.sdc
export NUM_CORES = 4
export LEC_CHECK = 1
export CORE_UTILIZATION = 30
==> /design/flow/constraint.sdc <==
current_design Fetch

set clk_period 6.4
set clk_io_pct 0.2

create_clock -name clk0 -period $clk_period [get_ports {clk}]

set non_clock_inputs [all_inputs -no_clocks]
set_input_delay [expr $clk_period * $clk_io_pct] -clock clk0 $non_clock_inputs
set_output_delay [expr $clk_period * $clk_io_pct] -clock clk0 [all_outputs]
==> results.txt <==
Main metrics from the flow reports.

The power report attributes to the combinational group a share of 0.318. The floorplan die area is 0.0106 mm2. The first-pass GRT wire length came out at ~11 mm. In this run the vertical extent of the chip is 103 um. The clock tree has to reach about 40 sinks. The area used by sequential logic in the layout came out at 0.00112 mm2. The flow measured a signed area growth from synthesis to layout of 58.5%.

The proportion of layout cells with a drive suffix above 1 came out at 0.103. Detailed routing inserted a total of 2420 vias. The count of cells in the finished layout, fillers not included, comes to 541. The global placer's final weighted congestion is approximately 0.8.

After synthesis, the share of flip-flops with an asynchronous set or reset is 0. Counting instances in the post-synthesis netlist gives the leading cell types as sky130_fd_sc_hd__edfxtp_1 (32), sky130_fd_sc_hd__buf_4 (28), sky130_fd_sc_hd__nand2_1 (20), sky130_fd_sc_hd__xnor2_1 (20), sky130_fd_sc_hd__mux4_2 (17). The via count normalized by instance count came out at 4.47.

The horizontal extent of the die came out at 103 um. The count of yosys warnings during synthesis is 2. Logic depth along the worst register-to-register path is recorded as 5. The via count of the first global-routing pass is 2287.

The share of total power consumed by net switching is 0.234. The clock transition at the registers of the reported paths came out at 0.08 ns. The highest net fanout along the worst path is 35. The synthesized design contains 40 register bits.

The average cell area after synthesis came out at 12.9 um2. The cell area that synthesis handed to floorplanning was 0.00307 mm2. The number of placed instances, taps included is 533. The max-capacitance violation count is 0. The number of standard-cell rows in the floorplan is 36.

The arrival time of data at the critical path endpoint came out at 3.76 ns. The pin slew with the least headroom to its limit is 0.591 ns. The total length of routed wires is 7.72 mm.

The cell taking the most area after synthesis is sky130_fd_sc_hd__edfxtp_1. The clock buffer count from CTS came out at 5. The remaining routing DRC violations came out at 0. The fraction of synthesized cell area taken by the top area cell type is 0.313.

The total grt overflow came out at 0. In the post-synthesis netlist, the cell with the most instances is sky130_fd_sc_hd__edfxtp_1. In this run the post-CTS setup repair buffer count came out at 0. The highest clock rate this design can be run at is 0.268 GHz. The synthesis report lists the most area-consuming cells as sky130_fd_sc_hd__edfxtp_1 (31%), sky130_fd_sc_hd__mux4_1 (14%), sky130_fd_sc_hd__mux4_2 (12%). The post-cts sizing count came out at 0. The report lists the power per cell area as 146 mW/mm2. Internal power comes to roughly 540 uW. The final timing summary puts the cycle share of the worst path at 0.582. The total cells reported by yosys after synthesis came out at 239.

The power report puts the net switching power at between 150 and 200 uW. The quantity of I/O buffers inserted on ports came out at roughly 180. The fill cell instance count of the final layout came out at 822.

The share of power burned in registers is 0.437. Yosys reports a chip area of ~0.0031 mm2. The commonest register cell is sky130_fd_sc_hd__edfxtp_1. The leakage power is 0.00177 uW. The final max-slew violation count recorded for this run is 0.

The sum of negative setup slack is 0 ns. The endpoint with the worst hold slack is FetchDone. The core occupancy in the finished layout came out at 0.494. The detailed router's first-iteration violation count came out at 65. According to the hold report, the worst path is of the flop to flop type.

The required time of the critical path came out at 6.44 ns. The half-perimeter wire length after placement is 6.28 mm. The H-tree was split into 2 levels. Across every metal layer, demand over resource in global routing totals 0.147. For the worst min-delay path, the startpoint reported by OpenROAD is FetchDone.

The tool warning count for the run is 27. The number of antenna repair diodes came out at 0. Per the final timing report, the hold violations number 0. The distinct cell type count of the synthesized netlist is 40. The worst setup path is launched from an input pin. The share of the core area taken by cells at floorplan is 0.311.

The setup slack of the most critical reg-to-reg path came out at 4.49 ns. The number of hold buffers added after CTS was 0. TritonCTS built the clock tree. The detailed-routing iteration count for the pre-antenna-repair pass is 4. The count of cells along the worst hold path is 2. The remaining max-slew budget at the tightest pin came out at 0.606.

The setup skew after layout came out at 0.00422 ns. The worst-case vdd ir drop is around 0.082 mV. For the worst reg-to-reg path, the startpoint reported by OpenROAD is instruction[4]. The later-pin clock latency in the skew report is 0.29 ns.

The floorplan core area came out at 0.00986 mm2. The multi-input combinational cell area is 0.00166 mm2. The worst setup path is captured at a flop.

The number of antenna violations at the first check in global routing is 0. For this run, the final setup violation count is recorded as 0. The final antenna-violating net count is 0. The category of the critical setup timing path is input pin to flop.

Setup repair after global routing left no endpoint under its margin. The cell sitting at the root of the clock tree is a sky130_fd_sc_hd__clkbuf_8. The pin count of the biggest net entering global routing is 36. The run finished with clean final reports. The capture point of the worst register-to-register path is recorded as nextPC[9]. Synthesis handed over a netlist of 239 instances. The count of pins on the block boundary came out at 199. In this run, synthesis inferred 32 flip-flops with an integrated enable. The average wire per standard cell is 14.3 um. The portion of the post-synthesis area used by sequential elements came out at 0.365.

Counting I/O delays and the setup requirement, the final critical path takes 3.73 ns. The clock network fraction of total power is 0.245. The buffer levels on the longest clock path came out at 2.
-- layout make-up --
cell class / instances / area share
sequential: 40 / 0.230
inverter: 9 / 0.00694
tap: 133 / 0.0342
timing repair buffer: 181 / 0.368
multi-input combinational: 170 / 0.341
clock inverter: 2 / 0.00206
clock buffer: 6 / 0.0170
-- worst max-delay path by stage --
stage                 startpoint         end  slack (ns)  cells after the start
after CTS               PCsrc[0]  nextPC[20]        2.62                     10
after global routing    PCsrc[0]  nextPC[20]        2.38                     10
final                   PCsrc[0]  nextPC[20]        2.67                     10
-- logic make-up (layout without fill, tap and decap cells) --
| kind of cell | Yosys count | in the layout | synth area share |
|---|---|---|---|
| XOR/XNOR | 30 | 30 | 0.0855 |
| buffers and inverters | 47 | 198 | 0.116 |
| other | 1 | 19 | 0.00122 |
| flip-flops | 40 | 40 | 0.365 |
| multiplexers | 35 | 35 | 0.268 |
| AND-OR/OR-AND | 4 | 4 | 0.0102 |
| AND/OR/NAND/NOR | 80 | 80 | 0.146 |
| adder cells (fa/ha/maj) | 2 | 2 | 0.00815 |
-- layer usage --
| metal | wire length (um) | global-route usage | vias up |
|---|---|---|---|
| li1 | - | - | 1181 |
| met1 | 3160 | 0.214 | 1124 |
| met2 | 3970 | 0.254 | 108 |
| met3 | 500 | 0.0205 | 7 |
| met4 | 91 | 0.0141 | 0 |
| met5 | 0 | 0 | - |
-- flip-flops by register name, summed over array words and instances, names as in the netlist --
name / flops
FetchDone: 1
instruction: 7
nextPC: 32
-- cell usage in the layout, fill, tap and decap left out, types with 10 or more instances in the layout --
| cell type | Yosys | layout |
|---|---|---|
| sky130_fd_sc_hd__edfxtp_1 | 32 | 32 |
| sky130_fd_sc_hd__nand3_1 | 11 | 11 |
| sky130_fd_sc_hd__xnor2_1 | 20 | 20 |
| sky130_fd_sc_hd__nor2_1 | 13 | 13 |
| sky130_fd_sc_hd__xor2_1 | 10 | 10 |
| sky130_fd_sc_hd__clkdlybuf4s50_1 | 0 | 176 |
| sky130_fd_sc_hd__mux4_1 | 16 | 16 |
| sky130_fd_sc_hd__mux4_2 | 17 | 17 |
| sky130_fd_sc_hd__conb_1 | 1 | 19 |
| sky130_fd_sc_hd__nand2_1 | 20 | 20 |
-- metrics by stage --
stage | instance area, um2 | setup WS [ns] | total power (uW) | hold slack [ns]
2_1_floorplan | 3140 | 2.96 | 427 | 0.435
3_3_place_gp | 4780 | 2.32 | 543 | 0.467
3_5_place_dp | 4780 | 2.31 | 545 | 0.477
4_1_cts | 4870 | 2.62 | 721 | 0.490
5_1_grt | 4870 | 2.38 | 749 | 0.505
6_report | 4870 | 2.67 | 710 | 0.485
-- worst max-delay path, cell delays in order --
cell,delay (ns)
sky130_fd_sc_hd__buf_2,0.07
sky130_fd_sc_hd__buf_4,0.48
sky130_fd_sc_hd__mux4_1,0.53
sky130_fd_sc_hd__ha_1,0.26
sky130_fd_sc_hd__nand2_1,0.07
sky130_fd_sc_hd__o22a_1,0.24
sky130_fd_sc_hd__nor2_2,0.27
sky130_fd_sc_hd__nand2_2,0.19
sky130_fd_sc_hd__nor3_1,0.25
sky130_fd_sc_hd__xor2_1,0.10
-- power groups by stage --
stage	Sequential, uW	Combinational [uW]	Clock (uW)
final	310	226	174
after global routing	312	246	191
after CTS	310	230	181
Power and IR drop assume default switching activity.
