--- ./config.mk ---
export PLATFORM = sky130hd
export DESIGN_NAME = Stack
export DESIGN_NICKNAME = Stack
export VERILOG_FILES = /design/flow/design.v
export SDC_FILE = /design/flow/constraint.sdc
export NUM_CORES = 4
export LEC_CHECK = 1
export CORE_UTILIZATION = 30
--- ./constraint.sdc ---
current_design Stack

set clk_period 10.3
set clk_io_pct 0.2

create_clock -name clk0 -period $clk_period [get_ports {clk}]

set non_clock_inputs [all_inputs -no_clocks]
set_input_delay [expr $clk_period * $clk_io_pct] -clock clk0 $non_clock_inputs
set_output_delay [expr $clk_period * $clk_io_pct] -clock clk0 [all_outputs]
--- ./design.v ---
typedef enum logic [2:0] {
    FETCH,
    DECODE,
    EXECUTE,
    MEM_ACCESS,
    WRITE_BACK
} State;
module Stack(
  input clk,
  input write,
  input read,
  input [31:0] data_in,
  output reg [31:0] data_out
);
  reg [31:0] stack [0:31];
  reg [4:0] top = 5'b00000;
  always @(posedge clk) begin
    if (write) begin
      if (top < 31) begin
        stack[top] = data_in;
		top = top + 5'b00001;
      end
    end
    else if (read) begin
      if (top > 5'b00000) begin
		top = top - 1;
        data_out = stack[top];
      end
    end
  end
endmodule
--- ./run.sh ---
#!/bin/bash
# OpenROAD 26Q1-2900-gdf79404cd8, Yosys 0.63+post, stock flow scripts
make -C /OpenROAD-flow-scripts/flow DESIGN_CONFIG=/design/flow/config.mk WORK_HOME=/design/flow/orfs finish
==> flow_summary.yaml <==
# yosys + openroad results
synth:
  syn_area_per_cell_um2: 16.8
  yosys_warnings: 2
  edf_count: 1061
  ys_seq_share_pct: 78.3
  synth_cell_types: 73
  ys_sh_xor_pct: 0.108
  syn-instance-count: 2424
  yosys_most_used_dff: "edfxtp_1"
  ys_top_logic_family: "AND-OR/OR-AND gates"
  synthAdderAreaFrac_pct: 0.215
  synthSimpleGateAreaFrac_pct: 4.39
  syn_area_um2: 40700
  ys_chip_area_um2: 40700
  mux_area_share_pct: 1.01
  yosys_cells: 2424
  ys.flops: 1061
  aoi_share_pct: 14.0
  async_reset_ff_share_pct: 0
power_and_ir_drop:
  p_leak_nw: 15.0
  power.density_nw_per_um2: 356
  vdd_drop_max_uv: 214
  p_total_mw: 17.1
critical_path:
  critical_path_class: "reg -> reg"
  slowest_stage: "ha_1"
  path_delay_family: "buffers and inverters"
  crit_path_max_incr_delay_ns: 0.58
  crit_path_end_kind: "register"
  crit_path_start_kind: "register"
  required_ns: 10.64
  worstPathMaxFanout: 26
  cpMostUsedCell: "buf_4"
  path_buffers: 5
  crit_path_cell_trace: "inv_1 > ha_1 > nor2b_1 > nand3_1 > a21boi_4 > buf_4 > buf_4 > o221ai_4 > buf_4 > or2_2 > buf_4 > a31oi_1"
  arrival_ns: 5.70
die:
  die_h_um: 370
  dieWidth_um: 370
  fp_util_pct: 30.4
  row_count: 134
  ios: 67
  die-area_um2: 137000
  core_area_um2: 134000
placement:
  pre_cts_ws_ns: 4.37
  gp_congestion: 0.937
  portBuffers: 66
  dp_hpwl_um: 75100
drt:
  diodes: 0
  avgRoutedWirePerCell_um: 31.0
  drc_errors: 0
  wl_um: 137000
  vias_per_cell: 5.69
  dr.pass1.iters: 8
  drt_iter0_drc: 2469
  final_antenna_net_count: 0
  via_count: 25100
clock_tree:
  clock_path_buffers: 3
  cts_tree: "done"
  postCtsSetupBuffers: 0
  clock_sinks: 1061
  h-tree-depth: 3
  cts-hold-fix-buffers: 0
  cts_resized: 0
  ctsRootBufferMaster: "clkbuf_16"
  clkSlewWorstSetupHoldPaths_ns: 0.06
  clock_latency_ns: 0.69
  cts_made_buffers: 105
sta:
  tns_ns: 0
  relSlewSlack_pct: 35.1
  period_needed_ns: 5.36
  rsz0062_at_grt: "false"
  hold_viol_final: 0
  finalSetupViolCount: 0
  slew_viol_final: 0
  fin_ws_ns: 4.94
  timing.fmax_mhz: 186
  fin_worst_skew_ns: 0.0293
  fin_crit_sh_pct: 52.1
  worst_pin_slew_ns: 0.972
global_route:
  globalRoute.totalOverflow: 0
  grt_max_degree: 90
  antenna_found_initial: 8
  grt_usage_pct: 21.2
  grt_pass1_wl_um: 192000
  first_global_vias: 26200
finish:
  syn2layout_area_growth_pct: 17.8
  seqCellArea_um2: 31900
  drive_gt1_share_pct: 14.0
  fill_cells: 12200
  combGateArea_um2: 8600
job:
  maxCapViolCount: 0
  warning_count: 31
worst_hold_path:
  worst_hold_path_type: "reg -> reg"
status:
  run_status: "finished, final reports clean"
## per-stage QoR
| stage | cells | util, % | cell area, um^2 | hold slack [ns] |
|---|---|---|---|---|
| after floorplan | 2424 | - | 40700 | 0.516 |
| final | 4411 | 35.8 | 47900 | 0.546 |
| after global routing | 4411 | 35.8 | 47900 | 0.569 |
| after CTS | 4411 | 35.8 | 47900 | 0.548 |
| after global placement | 4218 | 33.2 | 44500 | 0.522 |
| after detailed placement | 4218 | 33.2 | 44500 | 0.526 |
## final timing paths
| path | end | slack, ns | cells after the start | start |
|---|---|---|---|---|
| min | data_out[2] | 0.55 | 1 | stack[0][2] |
| max reg2reg | data_out[23] | 4.94 | 12 | top[0] |
| min reg2reg | data_out[2] | 0.55 | 1 | stack[0][2] |
| max | data_out[23] | 4.94 | 12 | top[0] |
## cells in the final DEF, fill, tap and decap left out, drive strengths merged, types with 7 or more instances in the layout
master,Yosys,final
a221oi,63,63
a32o,16,16
o21ai,55,55
mux2i,25,25
clkbuf,113,123
a211oi,18,18
a22oi,153,153
nand3,85,85
and3,21,21
ha,7,7
a32oi,20,20
nand2b,13,13
nand2,108,108
bufinv,0,15
nand4,9,9
nor4,9,9
inv,10,14
mux2,13,13
a222oi,80,80
nor3,38,38
a221o,8,8
a31oi,46,46
o221ai,10,10
edfxtp,1061,1061
clkdlybuf4s50,0,66
nor2,64,64
buf,69,142
o211ai,10,10
o22ai,41,41
a2111oi,16,16
clkinv,2,48
a22o,61,61
a21oi,98,98
## per-layer routing
layer	routed length, um	track usage (%)
met4	5550	6.75
met3	28000	19.0
met5	697	3.67
met1	42600	22.6
met2	59700	30.0
## kinds of logic after synthesis
family          after synthesis
flops                      1061
compound gates              747
simple gates                372
buf+inv                     194
mux                          38
fa+ha+maj                     7
xor+xnor                      5
## cell type report
type | count | share of cell area [%]
Inverter | 12 | 0.0940
Tap cell | 1768 | 4.62
Clock inverter | 70 | 1.58
Clock buffer | 123 | 5.67
Timing Repair Buffer | 208 | 3.63
Sequential cell | 1061 | 66.5
Multi-Input combinational cell | 1169 | 17.9
## cell usage after synthesis (10+ instances only)
cell | n | area (um^2)
a22o_1 | 61 | 534
nand2_1 | 108 | 405
nor2_1 | 64 | 240
a222oi_1 | 80 | 801
and3_1 | 21 | 131
a221oi_1 | 63 | 552
a2111oi_0 | 15 | 131
a22oi_1 | 153 | 1150
nor3_1 | 38 | 190
nand2b_1 | 13 | 81.3
inv_1 | 10 | 37.5
nand3_1 | 85 | 425
a32o_1 | 16 | 160
a32oi_1 | 20 | 175
a211oi_1 | 17 | 128
buf_2 | 32 | 160
edfxtp_1 | 1061 | 31900
o21ai_0 | 52 | 260
mux2i_1 | 25 | 250
a31oi_1 | 46 | 288
a21oi_1 | 97 | 485
o221ai_1 | 10 | 87.6
buf_1 | 32 | 120
o211ai_1 | 10 | 75.1
clkbuf_1 | 113 | 424
o22ai_1 | 41 | 257
## where the power goes
| group | total (mW) | switching, mW | internal [mW] | leakage (nW) |
|---|---|---|---|---|
| combinational | 6.08 | 4.58 | 1.50 | 3.38 |
| sequential | 7.11 | 0.412 | 6.70 | 9.90 |
| clock | 3.88 | 1.62 | 2.26 | 1.69 |
| total | 17.1 | 6.62 | 10.5 | 15.0 |
## registers in the layout (all words and copies together), names as in the netlist
| name | flops |
|---|---|
| top | 5 |
| data_out | 32 |
| stack | 1024 |
Power figures rest on the tool's default switching activity, not on a simulated workload.
