==> flow/design.v <==
typedef enum logic [2:0] {
    FETCH,
    DECODE,
    EXECUTE,
    MEM_ACCESS,
    WRITE_BACK
} State;
module ALU (
  input wire clk,
  input wire reset,
  input wire [3:0] ALUop,
  input wire [31:0] rs1,
  input wire [31:0] rs2,
  input wire [13:0] imm,
  input wire [4:0] SA,
  input wire ALUEnable,
  output wire [31:0] result,
  output wire zero
);
  reg [31:0] reg_rd;
  reg zero_reg;
  always @(posedge clk or posedge reset) begin
    if (reset) begin
      reg_rd <= 0;
      zero_reg <= 0;
    end 
  else 
	begin
		if(ALUEnable == 1'b1) begin
      case (ALUop)
        4'b0000:  
          reg_rd <= rs1 & rs2;
        4'b0001:  
			begin
		     	reg_rd <= rs1 + rs2;
			end		
        4'b0010:  
			begin
		          reg_rd <= rs1 - rs2;
			end	 
        4'b0011:  
	          zero_reg <= (rs1 < rs2);
        4'b0100:  
        		reg_rd <= rs1 & { {18{imm[13]}}, imm };  
        4'b0101:  
			begin
		          reg_rd <= rs1 + { {18{imm[13]}}, imm };  
			end	 
        4'b0110:  
          	reg_rd <= rs1 + imm;
        4'b0111:  
          	reg_rd <= rs1 + imm;
        4'b1000:  
			begin
		          zero_reg <= (rs1 == rs2);
			end
        4'b1011:  
         	reg_rd <= rs1 <<< SA;
        4'b1100:  
          	reg_rd <= rs1 >>> SA;
        4'b1101:  
         	reg_rd <= rs1 <<< rs2;
        4'b1110:  
        		reg_rd <= rs1 >>> rs2;
        default:   
		  begin
          	reg_rd <= 0;
		  end	 
      endcase 
      zero_reg <= (reg_rd == 0);
    end	 
  end
  end
  assign result = reg_rd;
  assign zero = zero_reg;
endmodule
==> flow/run.sh <==
#!/bin/bash
# OpenROAD 26Q1-2900-gdf79404cd8, Yosys 0.63+post, stock flow scripts
make -C /OpenROAD-flow-scripts/flow DESIGN_CONFIG=/design/flow/config.mk WORK_HOME=/design/flow/orfs finish
==> flow/config.mk <==
export PLATFORM = sky130hd
export DESIGN_NAME = ALU
export DESIGN_NICKNAME = ALU
export VERILOG_FILES = /design/flow/design.v
export SDC_FILE = /design/flow/constraint.sdc
export NUM_CORES = 4
export LEC_CHECK = 1
export CORE_UTILIZATION = 40
==> flow/constraint.sdc <==
current_design ALU

set clk_period 2.0
set clk_io_pct 0.2

create_clock -name clk0 -period $clk_period [get_ports {clk}]

set non_clock_inputs [all_inputs -no_clocks]
set_input_delay [expr $clk_period * $clk_io_pct] -clock clk0 $non_clock_inputs
set_output_delay [expr $clk_period * $clk_io_pct] -clock clk0 [all_outputs]
==> out/summary.txt <==
Status: complete, but fails checks
Failing checks: negative setup slack
Largest net degree at the start of global routing: 35
Die Span Y: 150 µm
CTS root buffer: clkbuf_16
Via Count: 14401
Max stage delay on crit path: 340 ps
Power per cell area: 433 nW/µm²
Unrepaired setup endpoints after global routing: yes
Clk buf depth: 2
Met3 GRT Util: 15.7%
Vias in the first global route: 12926
Fill cells: 1399
Worst Setup End Kind: register
Clock-pin slew of the registers on the worst-case setup and hold paths: 50 ps
CTS H-Tree Depth: 2
Die area: 22500 µm²
Tool Warnings: 33
Clock Sinks: 33
Post-synth regs: 33
Gr ovfl total: 0
Area Growth Syn to Fin: 82.1%
Max reg flops: 32
Floorplan utilization: 41.2%
Synth warn: 1
Core Region: 21200 µm²
Worst path slowest cell: nor3_2
Layer with the highest usage: met2
Per-cell routed wire length: 28.2 µm
Slew margin rel.: 46.5%
Final Hold Fails: 0
Global placement routability congestion: 1.14
Chip area line of the yosys report: 8750 µm²
Residual DRC: 0
Critical Path Start Type: input port
DR iter-0 viols: 1739
Worst VDD drop: 0.000439 V
FFs w/ async S/R, synth: 100%
Syn Area/Cell: 7.08 µm²
IO Port Bufs: 122
EDFF count, synth: 0
Clock Skews: 2.17 ps
Final ANT Viol Nets: 0
Num CTS Buffers: 5
Post-synth cell types: 79
I/O pins: 123
Die width: 150 µm
1st-pass router iterations: 12
Total power: 6.91 mW
Worst Setup Path Type: input port to register
Initial antenna violation count: 3
CTS tree: built
Chain of cells forming the critical path: buf_6 -> buf_4 -> nor4_4 -> buf_6 -> nand4_1 -> nor3_2 -> buf_4 -> nand2_1 -> nand2_1 -> a221o_1 -> ha_1 -> o21ai_0 -> o21bai_1 -> o31a_1 -> or2_4 -> o2111ai_4 -> nand3b_1 -> nor3b_2 -> a211o_1
Via density: 6.81
Leakage: 6.97 nW
Top FF cell, synth: dfrtp_1
Total wire length: 59600 µm
Max Clk Rate: 237 MHz
Clk latency of the worst-skew pair: 280 ps
Cells after Synth: 1235
Maxcap violations: 0
Layout cells sized above 1: 44.1%
Total track usage: 49.7%
Hold_buf cts: 0
Mapped Area: 8750 µm²
Met1 usage: 66.7%
Fin. max-slew vios: 0
Fin crit period: 4210 ps
Seq share, synth: 9.44%
HPWL after detailed placement: 43500 µm
CP max FO: 8
Fin crit share: 211%
GRT met2 Usage: 71.3%
Worst slew pin tran: 792 ps
CP Data Required Time: 2160 ps
First-pass GRT wire length: 80100 µm
Crit path DAT: 4370 ps
# rows: 53
Ys cells: 1235
Hold Crit Class: input port to asynchronous set/reset pin
Final worst slack: -2210 ps
Pre-CTS WS: -2920 ps
Setup Viol. Count Final: 32
[metrics by stage]
step           std cells  hold WS [ps]  util (%)  instance area, µm²  TNS, ps
2_1_floorplan       1235           450         -                9100   -48930
6_report            2114           516      75.1               15900   -57090
3_3_place_gp        2045           490      66.0               14000   -74210
4_1_cts             2095           519      72.7               15400   -49900
5_1_grt             2113           539      75.1               15900   -60060
3_5_place_dp        2045           507      66.0               14000   -75780
[final timing paths]
kind	startpoint	slack [ps]	endpoint	cells after the start
max in group asynchronous	reset	1150	reg_rd[5]	3
max	rs2[0]	-2210	reg_rd[23]	19
min reg2reg	zero_reg	520	zero_reg	1
min in group clk0	zero_reg	520	zero_reg	1
max reg2reg	reg_rd[4]	320	reg_rd[4]	5
min	reset	520	reg_rd[28]	3
[where the power goes]
group / internal, mW / leakage [nW] / switching (mW)
Sequential: 0.769 / 0.441 / 0.128
Combinational: 2.47 / 6.44 / 2.64
Clock: 0.622 / 0.0841 / 0.284
Total: 3.86 / 6.97 / 3.05
[repair_timing]
action / CTS / global route
pin swaps: 99 / 72
setup endpoints to repair: 32 / 32
cloned: 1 / 0
gates resized: 290 / 78
setup buffers: 52 / 21
[worst max-delay path: cells and delay by family]
kind | cells | cell delay, ps
adders and majority gates | 1 | 280
and+or+nand+nor | 8 | 1720
buffers and inverters | 4 | 690
AOI/OAI and AO/OA | 6 | 1270
[synthesized netlist by cell type (all sizes together) (13+ instances only)]
library cell	instances	area (µm²)
mux2	24	274
buf	34	206
nand2	144	541
o21ai	89	445
nor4	26	193
nor2	105	397
o221ai	16	140
nor3	34	175
a31oi	25	156
o211ai	31	233
o22ai	17	106
ha	37	463
a21oi	97	485
xnor2	21	184
dfrtp	33	826
nand3	42	210
a211oi	26	195
a22oi	18	135
nand4	15	93.8
a32oi	14	123
clkbuf	53	199
or3	13	81.3
inv	16	60.1
mux2i	117	1190
[cells in the final DEF (no fill, tap or decap), drive strengths merged, types with 9 or more instances in the layout]
master         instances
a211oi                26
a21o                  11
a21oi                 97
a221o                  9
a22oi                 18
a31oi                 25
a32oi                 14
buf                  573
clkbuf                 9
clkdlybuf4s15          9
clkdlybuf4s50         86
dfrtp                 33
dlygate4sd2           10
ha                    37
inv                   16
mux2                  24
mux2i                117
nand2                145
nand2b                11
nand3                 42
nand4                 15
nor2                 105
nor3                  34
nor3b                 10
nor4                  26
o211ai                31
o21ai                 89
o221ai                16
o22ai                 17
o31ai                 10
or2                    9
or3                   13
xnor2                 21
[routing by layer]
layer	routed length, µm	vias up
met4	5300	8
met3	8730	397
met2	23100	1276
li1	-	6075
met1	22400	6645
met5	90	-
[cells by family (layout without fill, tap and decap cells)]
| kind of cell | after synthesis | after routing | share of synthesized area (%) |
|---|---|---|---|
| fa+ha+maj | 38 | 38 | 5.52 |
| xor+xnor | 24 | 24 | 2.40 |
| buf+inv | 103 | 705 | 5.32 |
| compound gates | 444 | 444 | 34.4 |
| other cells | 0 | 1 | 0 |
| simple gates | 448 | 449 | 25.1 |
| mux | 145 | 145 | 17.8 |
| flops | 33 | 33 | 9.44 |
[area by class of cell]
type	count	area, µm²	share of cell area, %
antenna	1	2.50	0.0157
inverter	16	72.6	0.456
clock inverter	1	30.0	0.189
tap	275	344	2.16
clock buffer	7	143	0.895
timing repair buffer	681	5750	36.1
multi-input combinational	1100	8770	55.0
sequential	33	826	5.18
Power is estimated from default activity; no workload was simulated.
